==> design.v <==
module fifo_sync #(
    parameter DATA_WIDTH = 8,
    parameter DEPTH = 8,
    parameter ADDR_WIDTH = 3
)(
    input  clk,
    input  rst,
    input  wr_en,
    input  rd_en,
    input  [DATA_WIDTH-1:0] data_in,
    output reg [DATA_WIDTH-1:0] data_out,
    output full,
    output empty
);
reg [DATA_WIDTH-1:0] mem [0:DEPTH-1];
reg [ADDR_WIDTH-1:0] wr_ptr;
reg [ADDR_WIDTH-1:0] rd_ptr;
reg [ADDR_WIDTH:0]   count;
assign empty = (count == 0);
assign full  = (count == DEPTH);
always @(posedge clk) begin
    if (rst) begin
        wr_ptr <= 0;
        rd_ptr <= 0;
        count  <= 0;
    end
    else begin
        if (wr_en && rd_en && !full && !empty) begin
            mem[wr_ptr] <= data_in;
            wr_ptr <= wr_ptr + 1;
            data_out <= mem[rd_ptr];
            rd_ptr <= rd_ptr + 1;
        end
        else if (wr_en && !rd_en && !full) begin
            mem[wr_ptr] <= data_in;
            wr_ptr <= wr_ptr + 1;
            count <= count + 1;
        end
        else if (rd_en && !wr_en && !empty) begin
            data_out <= mem[rd_ptr];
            rd_ptr <= rd_ptr + 1;
            count <= count - 1;
        end
    end
end
endmodule
`timescale 1ns / 1ps
module uart_baud_gen
 # (parameter integer  clk_freq  = 50000000,
    parameter integer  baud_rate = 9600 ) 
(
input clk , rst,
output reg baud_tick 
    );
    localparam integer baud_div = clk_freq / baud_rate;
     reg [$clog2(baud_div)-1:0] baud_cnt;
always @(posedge clk)begin
if(rst)
begin 
baud_tick <= 1'b0 ;
baud_cnt <= 1'b0;
end
else
begin
if(baud_cnt == baud_div -1)
begin
baud_cnt <= 1'b0;
baud_tick <= 1'b1;
end
else
begin
baud_cnt <= baud_cnt + 1;
baud_tick <= 1'b0;
 end
 end  
  end
endmodule
`timescale 1ns / 1ps
module uart_rx (
    input  wire clk,
    input  wire rst,
    input  wire baud_tick,
    input  wire rx,
    output reg  [7:0] rx_data,
    output reg  rx_done
);
    localparam [1:0]
        IDLE  = 2'b00,
        START = 2'b01,
        DATA  = 2'b10,
        STOP  = 2'b11;
    reg [1:0] state;
    reg [7:0] shift_reg;
    reg [2:0] bit_cnt;
    reg       rx_prev;
    always @(posedge clk) begin
        if (rst) begin
            state     <= IDLE;
            shift_reg <= 8'd0;
            bit_cnt   <= 3'd0;
            rx_data   <= 8'd0;
            rx_done   <= 1'b0;
            rx_prev   <= 1'b1;   
        end else begin
            rx_done <= 1'b0;
            rx_prev <= rx;
            case (state)
                IDLE: begin
                    bit_cnt <= 3'd0;
                    if (rx_prev == 1'b1 && rx == 1'b0) begin
                        state <= START;
                    end
                end
                START: begin
                    if (baud_tick) begin
                        if (rx == 1'b0) begin
                            state <= DATA;
                        end else begin
                            state <= IDLE;
                        end
                    end
                end
                DATA: begin
                    if (baud_tick) begin
                        shift_reg <= {rx, shift_reg[7:1]};
                        bit_cnt   <= bit_cnt + 1'b1;
                        if (bit_cnt == 3'd7) begin
                            state <= STOP;
                        end
                    end
                end
                STOP: begin
                    if (baud_tick) begin
                        if (rx == 1'b1) begin
                            rx_data <= shift_reg;
                            rx_done <= 1'b1;   
                        end
                        state <= IDLE;
                    end
                end
            endcase
        end
    end
endmodule
module uart_top (
    input  clk,
    input  rst,
    input  rx,
    output tx,
    input  tx_wr_en,
    input  [7:0] tx_wr_data,
    input  rx_rd_en,
    output [7:0] rx_rd_data,
    output tx_full,
    output rx_empty
);
wire baud_tick;
wire tx_busy;
wire tx_start;
wire [7:0] tx_data;
wire rx_done;
wire [7:0] rx_data;
wire tx_fifo_empty;
wire rx_fifo_full;
uart_baud_gen baud_gen (
    .clk(clk),
    .rst(rst),
    .baud_tick(baud_tick)
);
uart_tx tx_inst (
    .clk(clk),
    .rst(rst),
    .baud_tick(baud_tick),
    .tx_start(tx_start),
    .tx_data(tx_data),
    .tx(tx),
    .tx_busy(tx_busy)
);
uart_rx rx_inst (
    .clk(clk),
    .rst(rst),
    .baud_tick(baud_tick),
    .rx(rx),
    .rx_data(rx_data),
    .rx_done(rx_done)
);
fifo_sync tx_fifo (
    .clk(clk),
    .rst(rst),
    .wr_en(tx_wr_en),
    .rd_en(tx_start),
    .data_in(tx_wr_data),
    .data_out(tx_data),
    .full(tx_full),
    .empty(tx_fifo_empty)
);
fifo_sync rx_fifo (
    .clk(clk),
    .rst(rst),
    .wr_en(rx_done),
    .rd_en(rx_rd_en),
    .data_in(rx_data),
    .data_out(rx_rd_data),
    .full(rx_fifo_full),
    .empty(rx_empty)
);
assign tx_start = !tx_busy && !tx_fifo_empty;
endmodule
module uart_tx (
    input  wire clk,
    input  wire rst,
    input  wire baud_tick,
    input  wire tx_start,
    input  wire [7:0] tx_data,
    output reg  tx,
    output reg  tx_busy
);
    localparam [1:0]
        IDLE  = 2'b00,
        START = 2'b01,
        DATA  = 2'b10,
        STOP  = 2'b11;
    reg [1:0] state;
    reg [7:0] shift_reg;
    reg [2:0] bit_cnt;
    always @(posedge clk) begin
        if (rst) begin
            state     <= IDLE;
            tx        <= 1'b1;
            tx_busy  <= 1'b0;
            bit_cnt  <= 3'd0;
            shift_reg<= 8'd0;
        end else begin
            case (state)
                IDLE: begin
                    tx <= 1'b1;
                    tx_busy <= 1'b0;
                    if (tx_start) begin
                        shift_reg <= tx_data;
                        bit_cnt   <= 3'd0;
                        state     <= START;
                        tx_busy   <= 1'b1;
                    end
                end
                START: begin
                    tx <= 1'b0;
                    if (baud_tick)
                        state <= DATA;
                end
                DATA: begin
                    tx <= shift_reg[0];
                    if (baud_tick) begin
                        shift_reg <= shift_reg >> 1;
                        bit_cnt   <= bit_cnt + 1;
                        if (bit_cnt == 3'd7)
                            state <= STOP;
                    end
                end
                STOP: begin
                    tx <= 1'b1;
                    if (baud_tick) begin
                        state    <= IDLE;
                        tx_busy  <= 1'b0;
                    end
                end
            endcase
        end
    end
endmodule
==> run.sh <==
#!/bin/bash
# OpenROAD 26Q1-2900-gdf79404cd8, Yosys 0.63+post, stock flow scripts
make -C /OpenROAD-flow-scripts/flow DESIGN_CONFIG=/design/flow/config.mk WORK_HOME=/design/flow/orfs finish
==> config.mk <==
export PLATFORM = sky130hd
export DESIGN_NAME = uart_top
export DESIGN_NICKNAME = uart_top
export VERILOG_FILES = /design/flow/design.v
export SDC_FILE = /design/flow/constraint.sdc
export NUM_CORES = 4
export LEC_CHECK = 1
export CORE_UTILIZATION = 30
==> constraint.sdc <==
current_design uart_top

set clk_period 3.1
set clk_io_pct 0.2

create_clock -name clk0 -period $clk_period [get_ports {clk}]

set non_clock_inputs [all_inputs -no_clocks]
set_input_delay [expr $clk_period * $clk_io_pct] -clock clk0 $non_clock_inputs
set_output_delay [expr $clk_period * $clk_io_pct] -clock clk0 [all_outputs]
==> reports/qor.csv <==
stage,metric,value,unit
run_status,status,completed,
routing,initial detailed-routing violation count,265,
global_routing,vias in the first global route,4720,
pwr,clock network power share,33.6,%
layout,area grow syn2layout,16.7,%
global_routing,met3 usage,3.30,%
timing,Worst Max-Slew Pin Slew,0.838,ns
routing,Avg WL per Cell,13.5,µm
setup_path,worst path buffer plus inverter count,2,
yosys,Post-synth seq share,66.9,%
hold_path,WHS Path Cells,2,
layout,fin cells,1059,
floorplanning,die height,174,µm
timing,Fin Hold WS,0.422,ns
yosys,# Cells Yosys,615,
global_routing,met1 Use GR,14.5,%
yosys,share of synthesized registers carrying an async set or reset,0,%
global_routing,busiest grt layer,met2,
yosys,most used flip-flop cell,edfxtp_1,
layout,share of layout cells above drive strength 1,16.9,%
floorplanning,Core ar.,28900,µm²
pwr,Int Pwr,5.63,mW
routing,vias per cell,4.62,
layout,Regs by FF count,"rx_fifo.mem x64, tx_fifo.mem x64, baud_gen.baud_cnt x13",
pwr,Comb power frac,17.9,%
timing,final period utilization,92.2,%
floorplanning,I/O pins,24,
setup_path,worst-path cell chain,"or4b_1, inv_1, clkdlybuf4s50_1",
run,Max Cap Violations,0,
clock_network,cts bufs inserted,24,
pwr,Pleak,3.22,nW
floorplanning,row count,62,
routing,DRT Pass-1 Iters,4,
clock_network,CTS tree,done,
yosys,Flops after synth,226,
placement,GPL Wtd Cong,0.769,
setup_path,"setup slack, reg-to-reg",0.36,ns
routing,DRT antenna net count,0,
setup_path,Setup CP Type,register to output pin,
clock_network,clk sinks,226,
yosys,"EDFF count, synth",144,
clock_network,Root Buffer,clkbuf_16,
global_routing,All-Layer GR Usage,10.1,%
pwr,Seq pwr share,48.5,%
yosys,"count leader, synth",edfxtp_1,
timing,setup repair after global routing missed its margin,no,
yosys,YS warnings,4,
yosys,Synth area leader,edfxtp_1,
timing,Fin Setup TNS,0,ns
setup_path,R2R Path Start,tx_fifo.count[0],
setup_path,CP peak stage delay,0.64,ns
timing,Worst Skew,0.0130,ns
yosys,post-synth top area share,48.5,%
setup_path,CP endpoint kind,output pin,
timing,final hold vios,0,
timing,Finish-stage setup viols,0,
clock_network,post-CTS setup buffer count,0,
pwr,Sw Share,25.9,%
yosys,synthesized area,8910,µm²
yosys,synthesized chip area reported by yosys,8910,µm²
pwr,Overall Power,7.60,mW
setup_path,Startpoint Class,register,
global_routing,first-pass GRT wire length,23800,µm
routing,ant diodes,0,
pwr,switching power,1.97,mW
setup_path,R2R cell count,9,
pwr,Max VDD drop,397,µV
setup_path,RR Endpoint,tx_fifo.count[3],
timing,Tmin final,2.86,ns
layout,register area,5970,µm²
timing,Max Slew Vio Count,0,
yosys,Avg Synthesized Cell Area,14.5,µm²
placement,hpwl dp,9120,µm
setup_path,Worst Path Arrival,2.24,ns
routing,# DRC,0,
global_routing,largest net degree at the start of global routing,43,
yosys,Cells after Synth,615,
floorplanning,die width,174,µm
hold_path,hold path start,rst,
setup_path,Crit path max-delay family,buffers and inverters,
hold_path,worst hold path type,input pin to register,
layout,logic area,2810,µm²
floorplanning,die area,30400,µm²
clock_network,H-tree Lvls,1,
run,Tool Warnings,25,
yosys,top post-synthesis cells by count,"edfxtp_1 (144), dfxtp_1 (82), nor2_1 (49)",
hold_path,hold worst-path end,tx_fifo.wr_ptr[1],
routing,vias,4891,
setup_path,"Req. time, crit path",2.48,ns
timing,Fmax,350,MHz
layout,Fillers,2690,
routing,final wirelength,14300,µm
clock_network,CTS clock-pin slew for the worst setup and hold paths,0.06,ns
clock_network,Post-CTS Hold Buffers,0,
global_routing,antenna violations before repair,0,
placement,total instance count after detailed placement,1016,
placement,pre-CTS setup slack,0.274,ns
setup_path,"critical path fanouts, max",7,
clock_network,Max clock buf depth,3,
yosys,Synth area leaders,"edfxtp_1 (49%), dfxtp_1 (18%), mux4_2 (8.3%), a21oi_1 (2.5%), mux2_2 (2.1%)",
placement,Port Buf Inserts,23,
floorplanning,fp util,30.8,%
yosys,Netlist cell types,49,
setup_path,slowest CP cell,or4b_1,
clock_network,post-cts sizing count,0,
timing,Max-slew headroom,44.1,%
global_routing,met2 Use GR,15.7,%
pwr,PD cells,731,nW/µm²
global_routing,global route overflow,0,
clock_network,clk latency of the worst-skew pair,0.51,ns
timing,setup ws final,0.242,ns
## power by group through the flow
stage,Combinational [mW],Clock [mW],Sequential (mW)
final,1.36,2.55,3.68
after global routing,1.52,2.73,3.72
after CTS,1.38,2.64,3.69
## logic make-up (layout without fill, tap and decap cells)
logic type | Yosys count | in the layout | share of synthesized area (%)
DFF | 226 | 226 | 66.9
and+or+nand+nor | 171 | 171 | 9.45
AOI/OAI and AO/OA | 83 | 83 | 5.77
muxes | 64 | 64 | 12.1
buffers and inverters | 37 | 97 | 1.61
xor gates and xnor gates | 19 | 19 | 1.87
adders and majority gates | 15 | 15 | 2.27
## worst reg2reg max path, delay by kind of cell, from the launching register on
family / cells / cell delay (ns)
AOI/OAI and AO/OA: 3 / 0.41
muxes: 2 / 0.54
DFF: 1 / 0.38
adders and majority gates: 1 / 0.26
buffers and inverters: 2 / 0.40
and+or+nand+nor: 1 / 0.64
## routing by layer
layer	vias to the layer above	part of all wire, %
met2	116	46
li1	2419	-
met4	0	2.6
met3	30	6.8
met5	-	0
met1	2326	44
## final cells by class
cell class / count / area share, %
clock inverters: 15 / 0.698
flip-flops and latches: 226 / 57.4
well taps: 384 / 4.62
repair buffers: 47 / 3.90
multi-input cells: 352 / 27.0
clock buffers: 28 / 6.13
inverters: 7 / 0.253
## worst max path at each step
stage,start,to,cells past startpoint,slack (ns)
finish,tx_fifo.count[0],tx_full,3,0.24
global route,tx_fifo.count[0],tx_full,3,0.16
CTS,tx_fifo.count[0],tx_full,3,0.21
## stage by stage
| stage | area, µm² | utilization, % |
|---|---|---|
| after global routing | 10400 | 35.9 |
| after floorplan | 8910 | - |
| after global placement | 9690 | 33.5 |
| after CTS | 10400 | 35.9 |
| final | 10400 | 35.9 |
| after detailed placement | 9690 | 33.5 |
## layout by cell type, fill, tap and decap left out, drive strengths merged, types with 12 or more instances in the layout
cell           instances
nor3                  13
clkbuf                28
mux2i                 13
mux2                  18
mux4                  33
nand2                 46
ha                    13
nand3                 12
buf                   25
clkdlybuf4s50         22
nor2                  49
edfxtp               144
a21oi                 44
dfxtp                 82
No activity file was given, so power comes from the tool's default toggle rates.
